$ cat flow/config.mk
export PLATFORM = sky130hd
export DESIGN_NAME = Multiplexor
export DESIGN_NICKNAME = Multiplexor
export VERILOG_FILES = /design/flow/design.v
export SDC_FILE = /design/flow/constraint.sdc
export NUM_CORES = 4
export LEC_CHECK = 1
export CORE_AREA = 10 10 71 71
export DIE_AREA = 0 0 81 81
$ cat flow/constraint.sdc
current_design Multiplexor

set clk_period 1.0
set clk_io_pct 0.2

create_clock -name clk0 -period $clk_period

set non_clock_inputs [all_inputs -no_clocks]
set_input_delay [expr $clk_period * $clk_io_pct] -clock clk0 $non_clock_inputs
set_output_delay [expr $clk_period * $clk_io_pct] -clock clk0 [all_outputs]
$ cat flow/design.v
`timescale 1ns/1ns
module Multiplexor(
    input [31:0]inA,
    input [31:0]inB,
    input Op,
    output reg[31:0]outC
);
always @*
begin
    case (Op)
        1'b0:
        begin
            outC=inA;
        end
        1'b1:
        begin
            outC=inB;
        end
    endcase
end 
endmodule
$ cat flow/run.sh
#!/bin/bash
# OpenROAD 26Q1-2900-gdf79404cd8, Yosys 0.63+post, stock flow scripts
make -C /OpenROAD-flow-scripts/flow DESIGN_CONFIG=/design/flow/config.mk WORK_HOME=/design/flow/orfs finish
==> summary.rpt <==
RUN STATUS
----------------------------------------------------------------------------------------
Outcome                                                                     finished with violations
Failing checks                                                              negative setup slack

GLOBAL ROUTE
----------------------------------------------------------------------------------------
Met1 global-route usage                                                          0.08568
Global route total overflow                                                            0
Global Route met2 Usage                                                           0.1361
Number of antenna violations at the first check in global routing                      0
Largest net degree at the start of global routing                                     11
Top Usage Layer GRT                                                                 met2
GR Util All Layers                                                               0.07561
Met3 usage in global routing                                                     0.03341
Wire length of the first global-routing pass                                    3.988 mm
Number of global-route vias before repair                                            757

SYNTHESIS
----------------------------------------------------------------------------------------
Yosys stat cell total                                                                 36
Proportion of synthesized chip area in sequential cells                                0
Avg Inst Size Synth                                                           15.12 um^2
Number of synthesis warnings                                                           1
Top area cell types                                                         mux2_4, buf_12, mux2_2
Synth area leader                                                                 mux2_4
Chip area in the Yosys report                                                 544.3 um^2
Number of standard cells after synthesis                                              36
Summed instance area of the synthesized netlist                               544.3 um^2
Unique cell types                                                                      4
Fraction of post-synthesis cell area in the top cell type by area                 0.8276

CRITICAL PATH
----------------------------------------------------------------------------------------
Sort of element at the start of the critical path                             input port
Cell breakdown of the critical path                                         buf_12 > buf_8 > buf_12 > mux2_4 > buf_6
CP peak stage delay                                                              0.30 ns
Arrival time at the worst endpoint                                               0.97 ns
Library cell contributing the largest single delay on the critical path           mux2_4
Worst setup path category                                                         in2out
Dominant delay contributor by cell family on the critical path              buffers and inverters
Worst setup EP type                                                          output port
Worst path bufs/invs                                                                   4
Most prevalent standard cell on the critical path                                 buf_12
Required time of the critical path                                               0.80 ns
Maximum fanout along the worst path                                                    5

STA
----------------------------------------------------------------------------------------
Cycle use final                                                                    1.168
RSZ-0062 raised after global routing                                                true
Final slew viol count                                                                  0
Final Hold Violation Tally                                                             0
Headroom to the max-slew limit                                                    0.9435
Setup violation total in the final timing report                                      32
Slew at the pin closest to its max-slew limit                                 0.08479 ns
Crit path time final                                                            1.168 ns
Worst path setup slack after routing                                          -0.1676 ns
Achievable Freq                                                                856.5 MHz

DIE
----------------------------------------------------------------------------------------
Area of the die                                                                6561 um^2
Core area                                                                      3633 um^2
Y dimension of the die                                                             81 um
Initial cell density of the core                                                  0.1498
Chip Width                                                                         81 um
Rows                                                                                  22
Count of boundary I/O pins                                                            97

POWER AND IR DROP
----------------------------------------------------------------------------------------
Switching portion of total power                                                  0.2220
Worst VDD drop                                                                 0.1441 mV
Power density over cell area                                                393.8 nW/um^2
Comb power frac                                                                    1.000
Net Switching                                                                0.0001401 W
Clock network power share                                                              0
Standby leakage power                                                          0.8703 nW
Proportion of power drawn by flip-flops and latches                                    0
Cell internal power dissipation                                              0.0004910 W

PLACE
----------------------------------------------------------------------------------------
GP Congestion                                                                     0.8420
# port buffers                                                                        97
Pre-CTS setup slack                                                           -0.5175 ns
Cell Count Post-Placement                                                            181
Detailed placement HPWL                                                         2.521 mm

LAYOUT
----------------------------------------------------------------------------------------
Sequential cell count of the final layout                                              0
Layout overhead on the synthesized area                                           194.5%
Layout fillers                                                                       366
Most used cells in the layout excluding fill and tap cells                  dlygate4sd2_1, mux2_4, buf_6
Most used logic cell in the final layout                                    dlygate4sd2_1
Number of standard cells in the final layout excluding fillers                       188
Fraction of final layout cells with drive strength greater than 1                 0.5429
Layout clock buffer count                                                              0
Register Area                                                                     0 um^2

WORST HOLD PATH
----------------------------------------------------------------------------------------
Type of the worst min-delay path                                                  in2out

ROUTING
----------------------------------------------------------------------------------------
Number of diodes added for antenna fixing                                              0
Via-per-instance ratio                                                             3.745
Via total after detailed routing                                                     704
Number of search-and-repair iterations in the first detailed-routing pass              2
Iteration-0 DRC Markers                                                                2
Count of unresolved DRC violations after routing                                       0
Routed Antenna Nets                                                                    0
Average routed wire per standard cell                                           14.95 um
Total wire length after detailed routing                                        2.811 mm

JOB
----------------------------------------------------------------------------------------
OpenROAD warning count                                                                34
Total of max-cap violations                                                            0

## layout make-up
cell class	count	area, um^2	share of cell area
multi-input cells	32	480.5	0.2998
well taps	48	60.06	0.03747
repair buffers	108	1062	0.6628
## cell families after synthesis
logic type,Yosys count,share of synthesized area
muxes,32,0.8690
buffers and inverters,4,0.1310
## final timing paths
kind / depth (start not counted) / endpoint / slack [ns] / from
setup / recovery: 5 / outC[22] / -0.17 / Op
hold / removal: 3 / outC[23] / 0.80 / inA[23]
## cells in the mapped netlist
cell    count
buf_6       1
mux2_2      2
mux2_4     30
buf_12      3
## power groups by stage
stage / clock, W / sequential (W) / combinational (W)
after CTS: 0 / 0 / 0.000609
after global routing: 0 / 0 / 0.000678
final: 0 / 0 / 0.000631
## metal layers
metal,routed length (um),up-vias
met4,0,0
met3,380,0
met2,1409,50
met1,1021,308
met5,0,-
li1,-,346
## what timing repair did
item	in CTS	in global routing
setup buffers	7	0
endpoints found under the setup margin	32	32
hold buffers	0	0
resized	192	8
gates cloned	0	0
## stage by stage
stage,TNS [ns],cell area (um^2),power [W],util,hold slack [ns]
after floorplan,0,544.3,0.0002063,-,0.4977
after global placement,-15.92,1529,0.0006502,0.4208,1.251
after detailed placement,-15.99,1529,0.0006534,0.4208,1.249
after CTS,-3.965,1553,0.0006094,0.4273,0.8031
after global routing,-4.423,1603,0.0006777,0.4411,0.8087
final,-3.890,1603,0.0006311,0.4411,0.7968
No activity file was given, so power comes from the tool's default toggle rates.

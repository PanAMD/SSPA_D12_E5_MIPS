--- ./constraint.sdc ---
current_design Muxyj

set clk_period 1.0
set clk_io_pct 0.2

create_clock -name clk0 -period $clk_period

set non_clock_inputs [all_inputs -no_clocks]
set_input_delay [expr $clk_period * $clk_io_pct] -clock clk0 $non_clock_inputs
set_output_delay [expr $clk_period * $clk_io_pct] -clock clk0 [all_outputs]
--- ./config.mk ---
export PLATFORM = sky130hd
export DESIGN_NAME = Muxyj
export DESIGN_NICKNAME = Muxyj
export VERILOG_FILES = /design/flow/design.v
export SDC_FILE = /design/flow/constraint.sdc
export NUM_CORES = 4
export LEC_CHECK = 1
export CORE_AREA = 10 10 70 70
export DIE_AREA = 0 0 80 80
--- ./run.sh ---
#!/bin/bash
# OpenROAD 26Q1-2900-gdf79404cd8, Yosys 0.63+post, stock flow scripts
make -C /OpenROAD-flow-scripts/flow DESIGN_CONFIG=/design/flow/config.mk WORK_HOME=/design/flow/orfs finish
--- ./design.v ---
`timescale 1ns/1ns
module Muxyj(
    input [31:0]inA,
    input [31:0]inB,
    input Op,
    output reg[31:0]outC
);
always @*
begin
    case (Op)
        1'b0:
        begin
            outC=inA;
        end
        1'b1:
        begin
            outC=inB;
        end
    endcase
end 
endmodule
==> impl_metrics.csv <==
group,metric,value,unit
yosys,synth_seq_share,0,%
drt,first_iter_violations,2,
yosys,synth_cells,36,
setup_path,path_class,"input port to output port",
die,num_rows,21,
timing,hold_viol_final,0,
die,die_w,80,um
drt,wirelength,2850,um
setup_path,arrival,890,ps
placed_design,io_buffers,97,
grt,grt_pass1_wl,4100,um
grt,grt_usage,7.90,%
power,p_per_area,384,mW/mm2
timing,rsz0062_at_grt,"true",
job,warnings,34,
cells_and_area,fin_util,44.3,%
drt,drtPass1Iterations,2,
run_status,outcome,"finished, violations left",
yosys,synth.top_cell.area_share,82.8,%
yosys,yosysWarningCount,1,
drt,drc,0,
setup_path,cp.required,800,ps
hold_path,hold_class,"input port to output port",
timing,worst_slew_pin_slew,96.7,ps
drt,wire_per_inst,15.8,um
timing,fin_crit_sh,109,%
die,core_area,0.00342,mm2
timing,final-setup-viol-count,32,
yosys,top_cells_by_area,"mux2_4 83%, buf_12 11%, mux2_2 4.1%, buf_6 2.1%",
yosys,top_cells_by_count,"30 x mux2_4, 3 x buf_12, 2 x mux2_2",
cells_and_area,nFillCells,367,
placed_design,place_congestion,0.778,
die,fp_util,15.9,%
die,ios,97,
cells_and_area,drive_above_1_share,52.6,%
grt,grt_max_degree,10,
cells_and_area,syn_to_final_growth,178,%
power,ir_drop,167,uV
timing,drv_slew,0,
placed_design,place_area,0.00154,mm2
setup_path,crit_path_start_kind,"input port",
job,cap_violations,0,
timing,min_period,1090,ps
cells_and_area,clkbuf_count,0,
yosys,yosys_area,544,um2
drt,postRouteAntennaNets,0,
placed_design,dp_hpwl,2390,um
yosys,ys_cells,36,
timing,fmax,917,MHz
setup_path,cp-end-kind,"output port",
drt,viasPerCell,3.90,
drt,vias,705,
yosys,avgSynthCellArea,15.1,um2
yosys,synth_cell_types,4,
die,dieHeight,80,um
grt,antenna_found_initial,0,
setup_path,worstPathMaxFanout,6,
run_status,violations,"setup timing",
yosys,yosysTopAreaCell,"mux2_4",
yosys,synth.most_common_cell,"mux2_4",
cells_and_area,seq_area,0,um2
yosys,syn_area,544,um2
drt,antenna_cells,0,
power,p_leak,0.833,nW
timing,relSlewSlack,93.6,%
cells_and_area,design.seq.count,0,
timing,layout_setup_ws,-90.4,ps
die,chipArea,0.00640,mm2
grt,grt_pass1_vias,760,
grt,grt_overflow,0,
cells_and_area,final_cell_area,0.00151,mm2
-- critical path, stage by stage --
cell and delay, ps:
buf_12 130, clkbuf_16 160, mux2_4 290, buf_2 110
-- final timing paths --
| check | cells past startpoint | end | slack, ps | startpoint |
|---|---|---|---|---|
| setup / recovery | 4 | outC[6] | -90 | Op |
| hold / removal | 3 | outC[24] | 800 | inA[24] |
-- stage by stage --
step	hold WS (ps)	total power, W	setup WS, ps	TNS (ps)	cells
finish	795	0.000581	-90.4	-2350	181
floorplan	498	0.000206	66.9	0	36
global route	812	0.000627	-108	-3000	181
CTS	798	0.000585	-91.3	-2530	180
detailed placement	1320	0.000657	-499	-15300	177
global placement	1330	0.000654	-493	-15250	177
-- cells by family (layout without fill, tap and decap cells) --
family / count (synthesis) / count (layout) / synth area share [%]
buffers and inverters: 4 / 103 / 13.1
multiplexers: 32 / 32 / 86.9
-- cell type report --
cell class / count / area, um2 / area share [%]
well taps: 46 / 57.6 / 3.80
multi-input cells: 32 / 480 / 31.7
repair buffers: 103 / 976 / 64.5
-- cell usage in the layout, fill, tap and decap left out --
cell and count:
dlygate4sd2_1 64, mux2_4 32, buf_2 18, buf_6 14, buf_16 3, buf_12 3
clkbuf_16 1
-- per-layer routing --
metal / part of all wire, % / GRT usage [%] / wire, um / up-vias
met4: 0 / 0 / 0 / 0
met5: 0 / 0 / 0 / -
li1: - / - / - / 339
met2: 48 / 14.0 / 1370 / 51
met1: 42 / 9.29 / 1190 / 315
met3: 10 / 2.95 / 293 / 0
-- timing repair --
| action | CTS | global route |
|---|---|---|
| hold buffers | 0 | 0 |
| buffers inserted | 0 | 0 |
| gates resized | 184 | 0 |
| endpoints found under the setup margin | 32 | 32 |
| cloned | 3 | 1 |
-- power breakdown --
part | switching [W] | total, W | leakage (nW) | internal (W)
sequential | 0 | 0 | 0 | 0
clock | 0 | 0 | 0 | 0
combinational | 0.000131 | 0.000581 | 0.833 | 0.000450
No activity file was given, so power comes from the tool's default toggle rates.

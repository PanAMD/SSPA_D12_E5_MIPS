$ cat /design/flow/run.sh
#!/bin/bash
# OpenROAD 26Q1-2900-gdf79404cd8, Yosys 0.63+post, stock flow scripts
make -C /OpenROAD-flow-scripts/flow DESIGN_CONFIG=/design/flow/config.mk WORK_HOME=/design/flow/orfs finish
$ cat /design/flow/config.mk
export PLATFORM = sky130hd
export DESIGN_NAME = AuxBuffer
export DESIGN_NICKNAME = AuxBuffer
export VERILOG_FILES = /design/flow/design.v
export SDC_FILE = /design/flow/constraint.sdc
export NUM_CORES = 4
export LEC_CHECK = 1
export CORE_AREA = 10 10 91 91
export DIE_AREA = 0 0 101 101
$ cat /design/flow/constraint.sdc
current_design AuxBuffer

set clk_period 1.0
set clk_io_pct 0.2

create_clock -name clk0 -period $clk_period [get_ports {clk}]

set non_clock_inputs [all_inputs -no_clocks]
set_input_delay [expr $clk_period * $clk_io_pct] -clock clk0 $non_clock_inputs
set_output_delay [expr $clk_period * $clk_io_pct] -clock clk0 [all_outputs]
$ cat /design/flow/design.v
`timescale 1ns/1ns
module AuxBuffer(
	input [31:0]in,
	input clk,
	output reg[4:0]RS,RT,RD,
	output reg[5:0]Opcode,
    output reg[15:0]instruction
);
always @(posedge clk)
	begin
		Opcode = in[31:26];
		RS = in[25:21];
		RT = in[20:16];
		RD = in[15:11];
        instruction= in[15:0];
	end
endmodule 
==> out/notes.md <==
The run finished with clean final reports. TritonCTS built the clock tree. For this design, the slowest cell found on the critical path is dfxtp_2.

With the count of state elements after synthesis at 32, the instance count of the mapped netlist is 37. For the worst setup path, the data required time is 800 ps. The critical path is of the register to output port type.

The ratio of final minimum period to clock period is 95.8%. The detail-routed via count per cell was 2.78. In this build the clock could be raised as far as 1040 MHz. The tools report the number of max-cap violations as 0. Entering global routing, the biggest net connects 11 pins. The routed layout has 517 vias. With the number of DRC markers after the initial detailed-route iteration at 5, the number of warning messages in the logs is 25.

The buffers plus inverters on the worst setup path is 1. The die covers 0.0102 sq mm. TritonCTS created 5 clock buffers. The run gives 0.519 mV as the peak supply drop. The synthesized design spends more area on one cell type than any other, namely dfxtp_1. The number of antenna violations at the first check in global routing came out at 0. In this run the layout overhead on the synthesized area is reported as 118%. With the die span in y at 101 um, the transition time at the pin with the least slew margin is 69.7 ps. The worst setup path is captured at an output port. The registers of the reported paths see a clock transition of 70 ps. The clock root buffer was clkbuf_8. After synthesis, the design contains 37 cells according to Yosys.

The hold buffer count at CTS is 0, and the routability-driven placement congestion ratio is 0.678. The count of cell types in the netlist is 2. The logs give 1 for the tally of yosys warning messages and 0 for the total count of hold-check failures in the final report. Walking the worst path, the cells encountered are clkdlybuf4s15_1. Wires add up to 2420 um. Once the floorplan was initialized, standard cells occupied 10.7% of the core.

Each instance of the synthesized netlist takes up on average 18.3 sq um. With the area share of the largest cell type after synthesis at 94.5%, the quantity of I/O buffers inserted on ports is 69. 70 I/O pins were placed. The count of nets left with antenna violations once routing finished came out at 0. No sink is reached through more buffers than the 2 on the longest clock path. According to the floorplan report, the die width is 101 um. Type of the worst min-delay path: input port to register. The tools report the final setup violation count as 0. For the number of combinational gates with multiple inputs, the log shows 0. The number of remaining DRC errors came out at 0. The first global-routing pass estimated 3550 um of wire.

Per the summary, power density relative to cell area is 1870 mW/mm^2. The number of global-route vias before repair was 586; the aggregate global-route resource usage was 4.48%. The worst setup slack after placement was -5.60 ps. The sum of overflow across all layers after global routing came out at 0. For the max-slew violation total from the final report, the log shows 0. The run gives 958 ps for the minimum period implied by the final worst setup slack.

The timing report gives the biggest stage delay along the critical path as 320 ps. For this design, the sink count on the clock tree is 32. Post-CTS timing repair inserted 0 buffers for setup. Setup repair after global routing left no endpoint under its margin.

The worst-path maximum fanout came out at 1. After synthesis, the cell types taking the most area are dfxtp_1, buf_4. For this run, the detailed router's first-pass iteration total came to 2. For the number of levels the H-tree was split into, the log shows 2.

The cell area that synthesis handed to floorplanning was 678 sq um. Per the OpenROAD power report, leakage power amounts to 0.613 nW. Per the detail_route report, inserted antenna diodes total 0. Summed standard-cell area reported by yosys: 678 sq um. The final timing report gives a worst setup slack of 41.9 ps. The standard cell core area was 0.00635 sq mm. Leaving out buffers and inverters, the combinational logic in the layout accounts for 0 sq um.

Worst-case headroom to the max-slew limit: 95.3%. Per STA, the worst path accumulates the most delay in the family flip-flops. The routed length per placed instance came out at 13.0 um. The floorplan has 29 rows. At the worst endpoint, the arrival time is 760 ps. The tools report the startpoint type of the worst setup path as a register. The most critical hold endpoint after final layout shows a slack of 355 ps. The post-route netlist has 32.1% of its cells at a drive strength greater than 1.

The logs give 94.5% for the sequential-to-total area share from yosys stat and 82 for the post-cts resize count.
[where the power goes]
group / switching, mW / total (mW) / internal, mW
registers: 0.0195 / 1.37 / 1.35
clock network: 0.443 / 1.18 / 0.738
logic: 0.0297 / 0.208 / 0.179
total: 0.493 / 2.76 / 2.27
[state kept, by name (all words and copies together) (netlist names)]
| signal | count |
|---|---|
| RS | 5 |
| instruction | 15 |
| RT | 5 |
| Opcode | 6 |
| RD | 1 |
[final cells by class]
class / instances / area [sq um]
Clock buffer: 6 / 72.6
Clock inverter: 2 / 35.0
Fill cell: 651 / 4870
Tap cell: 77 / 96.3
Sequential cell: 32 / 657
Timing Repair Buffer: 69 / 616
[cells in the final DEF, fill, tap and decap left out]
master           count
clkdlybuf4s15_1     22
buf_2                1
bufinv_16            1
clkbuf_8             5
clkdlybuf4s50_1     32
clkbuf_2            14
dfxtp_1             19
clkbuf_1             1
clkinv_2             1
dfxtp_2             13
[cells by family (layout without fill, tap and decap cells)]
group | count (synthesis) | after routing | synth area share (%)
buffers and inverters | 5 | 77 | 5.54
flip-flops | 32 | 32 | 94.5
[path summary, 6_finish.rpt]
kind	start	endpoint	slack, ps	cells after the start
worst max-delay path	Opcode[4]$_DFF_P_	Opcode[4]	40	1
worst min-delay path	in[28]	Opcode[2]$_DFF_P_	360	1
[per-layer routing]
| metal | part of all wire (%) | global-route usage (%) | wire length, um | vias up |
|---|---|---|---|---|
| li1 | - | - | - | 247 |
| met1 | 29 | 4.11 | 702 | 241 |
| met2 | 58 | 8.65 | 1410 | 24 |
| met3 | 9.6 | 1.80 | 232 | 5 |
| met4 | 3.4 | 1.39 | 82 | 0 |
| met5 | 0 | 0 | 0 | - |
[synthesized netlist by cell type, drive strengths merged]
master  instances
buf             5
dfxtp          32
[per-stage QoR]
| stage | power, mW | utilization [%] | cell area (sq um) | TNS (ps) | instances |
|---|---|---|---|---|---|
| final | 2.76 | 23.3 | 1480 | 0 | 186 |
| after floorplan | 1.38 | - | 678 | 0 | 37 |
| after global routing | 2.89 | 23.3 | 1480 | 0 | 186 |
| after detailed placement | 1.66 | 22.5 | 1430 | -6.90 | 178 |
| after global placement | 1.66 | 22.5 | 1430 | -3.82 | 178 |
| after CTS | 2.83 | 24.3 | 1550 | 0 | 186 |
Power figures rest on the tool's default switching activity, not on a simulated workload.
